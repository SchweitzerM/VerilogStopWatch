## config.mk

```make
export PLATFORM = sky130hd
export DESIGN_NAME = clock_divider
export DESIGN_NICKNAME = clock_divider
export VERILOG_FILES = /design/flow/design.v
export SDC_FILE = /design/flow/constraint.sdc
export NUM_CORES = 4
export LEC_CHECK = 1
export CORE_AREA = 10 10 77 77
export DIE_AREA = 0 0 87 87
```

## constraint.sdc

```tcl
current_design clock_divider

set clk_period 2.3
set clk_io_pct 0.2

create_clock -name clk0 -period $clk_period [get_ports {clock}]

set non_clock_inputs [all_inputs -no_clocks]
set_input_delay [expr $clk_period * $clk_io_pct] -clock clk0 $non_clock_inputs
set_output_delay [expr $clk_period * $clk_io_pct] -clock clk0 [all_outputs]
```

## design.v

```verilog
module clock_divider(input wire clock, input reset, output wire clk_en); 
reg [15:0] counter;
always @(posedge clock or posedge reset) 
begin
	if(reset)
		begin
			counter<=16'b0000000000000000;
		end
	else
		begin
			if(counter == 16'b1100001101001111)  
				begin 
					counter<=16'b0000000000000000;  
				end
			else
				begin		
					counter<=counter+16'b1;  
				end
		end
end
assign clk_en = (counter == 16'b0000000000000000);  
endmodule
```

## run.sh

```bash
#!/bin/bash
# OpenROAD 26Q1-2900-gdf79404cd8, Yosys 0.63+post, stock flow scripts
make -C /OpenROAD-flow-scripts/flow DESIGN_CONFIG=/design/flow/config.mk WORK_HOME=/design/flow/orfs finish
```

==> impl_metrics.csv <==
group,metric,value,unit
clocking,ctsHtreeMaxLevel,1,
synthesis,synthDistinctLibCells,20,
place,portBuffers,2,
clocking,cts_tree,"done",
floorplan,fp-utilization,18.8,%
drt,drt.antenna.violating_nets,0,
timing,slew_viol_final,0,
clocking,cts_root_buf,"clkbuf_8",
timing,finalHoldViolations,0,
finish,drive_gt1_share,17.6,%
clocking,cts_buffers,3,
synthesis,largest_area_cell,"dfrtp_1",
finish,comb_area,420,um2
floorplan,die-width,87,um
power,clock_power_share,45.4,%
timing,post-route-min-period,1.79,ns
power,cell_internal_pwr,435,uW
power,comb_power_share,1.3,%
global_routing,grt_pass1_vias,540,
clocking,cts.sinks,16,
finish,fin_area,997,um2
drt,wl_per_cell,9.63,um
floorplan,die.size.y,87,um
setup_path,cp.depth,6,
floorplan,dieArea,7570,um2
floorplan,core-area,4350,um2
finish,largestRegisters,"counter (16)",
finish,fillCellCount,447,
power,seq_power_share,53.3,%
timing,worstMarginPinSlew,0.574,ns
finish,finalNonFillerCells,137,
timing,fmax,558,MHz
place,gp_congestion,0.847,
finish,fin_util,22.9,%
power,power_density,530,nW/um2
global_routing,grt_max_degree,17,
setup_path,critPathLaunchType,"flip-flop",
clocking,clk_latency,0.24,ns
global_routing,antenna_found_initial,0,
place,place_area,903,um2
setup_path,worstPathRequired,1.84,ns
timing,finalCritPeriodShare,77.9,%
job,cap_violations,0,
synthesis,ys_warn_count,1,
floorplan,io_pins,3,
clocking,holdBufCountCts,0,
setup_path,cp_cell_sequence,"inv_1 -> ha_1 -> nor4b_4 -> nand2_1 -> nor2_1 -> dlymetal6s2s_1",
drt,drtPass1Iterations,3,
setup_path,worstPathMaxFanout,4,
setup_path,slowest_stage,"dfrtp_1",
global_routing,grt.overflow.total,0,
drt,viasPerCell,4.01,
global_routing,grt_pass1_wl,2.44,mm
setup_path,r2r_cells,5,
power,p_leak,0.473,nW
place,dp_hpwl,953,um
finish,lay_top_count,"dfrtp_1",
timing,skew,0.000510,ns
synthesis,yosys-top-cells-area,"dfrtp_1, xnor2_1, nor2_1, xor2_1, ha_1",
setup_path,slowest_delay,0.41,ns
finish,seq_area,400,um2
synthesis,ys_cells,77,
power,power.total,528,uW
drt,route.vias.total,549,
worst_hold_path,hp-class,"reg -> reg",
outcome,status,"finished, final reports clean",
worst_hold_path,min_path_cells,1,
drt,diodes,0,
finish,regMostFlops,"counter",
clocking,clock_path_buffers,2,
synthesis,syn_avg_cell_area,10.6,um2
global_routing,grt_util_all_layers,3.82,%
synthesis,synth_cells,77,
drt,drt_iter0_drc,12,
clocking,clk_pin_slew_worst_paths,0.06,ns
finish,area_growth,21.9,%
synthesis,syn-cell-area,818,um2
timing,tns,0,ns
finish,largest_reg_flops,16,
drt,drc,0,
timing,max_slew_margin,61.7,%
setup_path,critPathCaptureType,"output pin",
setup_path,path_delay_family,"flip-flops",
job,warnings,26,
floorplan,rows,24,
timing,rsz0062_at_grt,"false",
power,p_sw,93.6,uW
setup_path,worst_ep_arrival_time,1.33,ns
synthesis,numSynthFlops,16,
finish,mostFrequentLayoutCells,"dfrtp_1, nor2_1, xnor2_1",
place,placed_cells,131,
setup_path,crit_type,"reg -> out",
drt,wirelength,1.32,mm
setup_path,cp_num_buf_inv,2,
synthesis,yosysSeqAreaShare,48.9,%
timing,setup_violations,0,
power,switching_share,17.7,%
synthesis,ys_chip_area,818,um2
synthesis,post-synth-top-area-fraction,48.9,%
power,ir_drop,437,uV
==> worst paths after layout <==
kind	start	to	slack, ns
max in group asynchronous	reset	counter[0]	1.35
min reg2reg	counter[0]	counter[0]	0.50
max reg2reg	counter[0]	counter[8]	0.61
min	counter[0]	counter[0]	0.50
min in group asynchronous	reset	counter[12]	0.58
max	counter[0]	clk_en	0.51
==> logic make-up (layout without fill, tap and decap cells) <==
kind of cell,after synthesis,after routing,share of synthesized area [%]
flops,16,16,48.9
xor+xnor,14,14,15.0
buf+inv,5,13,2.29
fa+ha+maj,2,2,3.06
simple gates,40,40,30.7
==> layer usage <==
metal	wire, um	global-route usage (%)	vias to the layer above
met4	6	0.147	0
met5	0	0	-
met3	67	1.79	2
met1	720	5.89	268
met2	524	4.93	6
li1	-	-	273
==> power by group through the flow <==
stage	Clock, mW	Combinational, mW	Sequential [mW]
CTS	0.251	0.00748	0.281
global route	0.262	0.00821	0.281
finish	0.240	0.00678	0.282
==> cells in the mapped netlist <==
master,number
xor2_1,5
xnor2_1,9
dfrtp_1,16
and3_1,1
inv_1,5
nand3_4,1
nand3_2,1
nand4_2,1
nor4_4,1
nor2b_1,1
nand3_1,3
nor4_1,2
nor3_1,4
nor3_2,1
nor4b_1,1
nor2_1,12
nand2_1,6
nand4_1,3
ha_1,2
nor4_2,2
==> through the flow <==
step / setup slack (ns) / hold slack [ns]
6_report: 0.509 / 0.496
5_1_grt: 0.318 / 0.524
4_1_cts: 0.0609 / 0.505
3_5_place_dp: 0.382 / 0.497
3_3_place_gp: 0.394 / 0.488
2_1_floorplan: 0.880 / 0.374
==> repair_timing <==
action / in CTS / in global routing
resized: 0 / 4
endpoints found under the setup margin: 0 / 1
setup buffers: 0 / 2
==> final cells by class <==
cell class | count | share of cell area [%]
Multi-Input combinational cell | 56 | 42.2
Inverter | 5 | 1.88
Sequential cell | 16 | 40.2
Clock buffer | 4 | 5.52
Tap cell | 52 | 6.52
Timing Repair Buffer | 4 | 3.76
Power figures rest on the tool's default switching activity, not on a simulated workload.
