### design.v
module seven_seg_decoder (input [3:0] x, output[6:0] hex_LEDs);
reg [6:2] top_5_segments;
	assign hex_LEDs[0] = (x[0]&~x[1]&~x[2]&~x[3]) | (~x[0]&~x[1]&x[2]&~x[3]) | (~x[0]&~x[1]&x[2]&x[3]) | (x[0]&~x[1]&x[2]&x[3]) | (~x[0]&x[1]&x[2]&x[3]);
	assign hex_LEDs[1] = (x[0]&~x[1]&x[2]&~x[3]) | (~x[0]&x[1]&x[2]&~x[3]) | (~x[0]&~x[1]&x[2]&x[3]) | (x[0]&~x[1]&x[2]&x[3]) | (~x[0]&x[1]&x[2]&x[3]) | (x[0]&x[1]&x[2]&x[3]);
	assign hex_LEDs[6:2] = top_5_segments[6:2];
	always@(x) 
		case(x)
			0:top_5_segments = 5'b10000; 
			1:top_5_segments = 5'b11110; 
			2:top_5_segments = 5'b01001; 
			3:top_5_segments = 5'b01100; 
			4:top_5_segments = 5'b11010; 
			5:top_5_segments = 5'b00100; 
			6:top_5_segments = 5'b00000;
			7:top_5_segments = 5'b11110; 
			8:top_5_segments = 5'b00000;
			9:top_5_segments = 5'b00110; 
			10:top_5_segments = 5'b10010; 
			11:top_5_segments = 5'b00010; 
			12:top_5_segments = 5'b00011; 
			13:top_5_segments = 5'b00011; 
			14:top_5_segments = 5'b00010; 
			15:top_5_segments = 5'b00001; 
		endcase  
endmodule
### constraint.sdc
current_design seven_seg_decoder

set clk_period 1.3
set clk_io_pct 0.2

create_clock -name clk0 -period $clk_period

set non_clock_inputs [all_inputs -no_clocks]
set_input_delay [expr $clk_period * $clk_io_pct] -clock clk0 $non_clock_inputs
set_output_delay [expr $clk_period * $clk_io_pct] -clock clk0 [all_outputs]
### config.mk
export PLATFORM = sky130hd
export DESIGN_NAME = seven_seg_decoder
export DESIGN_NICKNAME = seven_seg_decoder
export VERILOG_FILES = /design/flow/design.v
export SDC_FILE = /design/flow/constraint.sdc
export NUM_CORES = 4
export LEC_CHECK = 1
export CORE_AREA = 10 10 70 70
export DIE_AREA = 0 0 80 80
### run.sh
#!/bin/bash
# OpenROAD 26Q1-2900-gdf79404cd8, Yosys 0.63+post, stock flow scripts
make -C /OpenROAD-flow-scripts/flow DESIGN_CONFIG=/design/flow/config.mk WORK_HOME=/design/flow/orfs finish
==> run_results.csv <==
group,metric,value,unit
worst_setup_path,worst_setup_path_end_kind,"primary output",
worst_setup_path,arrival,1.10,ns
route,num_antenna_cells,0,
final_timing,rsz0062_at_grt,"yes",
route,wl_per_cell,9.110,um
pwr,leakage,0.2612,nW
floorplanning,die_h,80,um
floorplanning,ioPinCount,11,
synthesis,syn_area,251.5,um^2
floorplanning,die-area,6400,um^2
final_layout,drive_above_1_share,83.33,%
floorplanning,row_count,21,
final_timing,finalClockPeriodUsage,104.8,%
place,dp_cells,96,
final_layout,seq_area,0,um^2
final_timing,fin_crit,1.362,ns
synthesis,synth.distinct_cells,19,
final_timing,tightest_slew,0.2546,ns
route,wirelength,911,um
global_routing,grt_max_degree,12,
job,cap_violations,0,
worst_setup_path,crit_type,"in -> out",
hold_path,min_from,"x[2]",
synthesis,top_area_cell,"ha_1",
route,firstDrtPassIters,2,
place,place.gp.congestion,0.7953,
worst_setup_path,critPathLaunch,"x[1]",
final_layout,fillers,382,
synthesis,synth_cells,32,
synthesis,yosysChipArea,251.5,um^2
hold_path,hold_class,"in -> out",
final_timing,setup_tns,-0.2057,ns
status,violations,"negative setup slack",
job,warning_count,39,
synthesis,top_area_share,29.85,%
place,hpwl,646.2,um
pwr,pwr_density_cell,292.6,nW/um^2
final_timing,fmax,734.3,MHz
route,drc,0,
synthesis,syn_area_per_cell,7.859,um^2
final_timing,max_slew_margin,83.03,%
route,viasPerCell,2.950,
worst_setup_path,worstSetupStartpointType,"primary input",
global_routing,antenna_found_initial,0,
global_routing,grt_pass1_vias,319,
global_routing,gr-usage-all-layers,2.771,%
final_timing,slew_viol_final,0,
final_layout,ff_count,0,
synthesis,ys_cells,32,
final_timing,setup_ws,-0.06178,ns
worst_setup_path,crit_fanout,4,
clock_tree,cts_hold_buffers,0,
floorplanning,core_area,3416,um^2
synthesis,yosys.stat.seqShare,0,%
route,vias,295,
pwr,vdd_drop_max,0.07770,mV
final_timing,hold_viol_final,0,
place,port_buffers,11,
synthesis,synth.area.top_cells,"ha_1 30%, nand2b_4 11%, buf_6 9.0%, a21oi_2 7.0%, o21ai_0 6.0%",
synthesis,common_cells,"6 x ha_1, 3 x o21ai_0",
final_layout,syn_to_final_growth,139.3,%
floorplanning,fp-utilization,7.363,%
worst_setup_path,required,1.04,ns
final_layout,final_cells,100,
synthesis,yosysMostFrequentCell,"ha_1",
global_routing,gr-total-overflow,0,
synthesis,synth_warnings,1,
floorplanning,die_w,80,um
route,ant_nets,0,
pwr,power.total,176.1,uW
final_layout,num-clock-buffers,0,
global_routing,grt_pass1_wl,1524,um
final_timing,finalSetupViolCount,5,
final_layout,fin_util,17.62,%
status,outcome,"complete, but fails checks",
route,drtIter0Drc,4,
## path summary, 6_finish.rpt
check	end	slack [ns]	cells past startpoint
min	hex_LEDs[1]	0.97	3
max	hex_LEDs[3]	-0.06	8
## worst max-delay path, cell delays in order
cell	delay, ns
buf_8	0.09
inv_6	0.04
buf_6	0.11
ha_4	0.17
buf_4	0.13
o21ai_2	0.12
o21ai_1	0.06
buf_2	0.11
## cell type report
type	instances	area [um^2]	area share, %
inverters	3	21.27	3.534
multi-input cells	27	320.3	53.22
well taps	46	57.56	9.563
repair buffers	24	202.7	33.68
## layout by cell type (no fill, tap or decap)
cell / instances
ha_1: 1
ha_2: 1
ha_4: 4
nor2_4: 1
buf_4: 7
a21oi_2: 4
o21ai_1: 2
o22ai_2: 1
o21ai_2: 2
inv_2: 1
o21ba_1: 1
a21boi_1: 1
nand3b_1: 1
nand2b_4: 3
nand2_1: 2
clkdlybuf4s15_1: 1
nand2_4: 1
buf_8: 1
nand3_2: 1
and3_4: 1
inv_6: 2
buf_6: 8
buf_2: 7
## what timing repair did
| action | in CTS | in global routing |
|---|---|---|
| gates cloned | 0 | 0 |
| setup buffers | 4 | 1 |
| pin swaps | 12 | 9 |
| setup endpoints to repair | 7 | 6 |
| resized | 72 | 5 |
## cells by family after synthesis
logic type / share of synthesized area [%]
fa+ha+maj: 29.85
buf+inv: 13.43
simple gates: 28.36
compound gates: 28.36
## routing by layer
| metal | wire length (um) | share of wire [%] | vias to the layer above | global-route usage [%] |
|---|---|---|---|---|
| met1 | 465 | 51 | 137 | 4.021 |
| met4 | 0 | 0 | 0 | 0 |
| met2 | 401 | 44 | 6 | 4.334 |
| li1 | - | - | 152 | - |
| met3 | 44 | 4.8 | 0 | 0.5682 |
| met5 | 0 | 0 | - | 0 |
## metrics by stage
stage | cell area, um^2 | hold slack, ns | worst slack [ns]
after floorplan | 251.5 | 0.6630 | 0.1716
final | 601.8 | 0.9725 | -0.06178
after global placement | 464.2 | 1.615 | -0.9207
after CTS | 571.8 | 0.9645 | -0.07283
after global routing | 601.8 | 1.001 | -0.1010
after detailed placement | 464.2 | 1.618 | -0.9139
## power by group
group	switching (mW)	internal (mW)	leakage, nW
registers	0	0	0
clock network	0	0	0
logic	0.0742	0.102	0.261
total	0.0742	0.102	0.261
Power is estimated from default activity; no workload was simulated.
